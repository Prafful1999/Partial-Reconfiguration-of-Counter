==> config.mk <==
export PLATFORM = sky130hd
export DESIGN_NAME = top
export DESIGN_NICKNAME = top
export VERILOG_FILES = /design/flow/design.v
export SDC_FILE = /design/flow/constraint.sdc
export NUM_CORES = 4
export LEC_CHECK = 1
export CORE_UTILIZATION = 40
==> constraint.sdc <==
current_design top

set clk_period 3.5
set clk_io_pct 0.2

create_clock -name clk0 -period $clk_period [get_ports {clk}]

set non_clock_inputs [all_inputs -no_clocks]
set_input_delay [expr $clk_period * $clk_io_pct] -clock clk0 $non_clock_inputs
set_output_delay [expr $clk_period * $clk_io_pct] -clock clk0 [all_outputs]
==> design.v <==
`timescale 1ns / 1ps
module clock_div_count(clk,rst,counter_out);
input clk,rst;
reg div_clk;
reg [25:0] delay_count;
output reg [3:0] counter_out;
always @(posedge clk or posedge rst)
begin
if(rst)
begin
delay_count<=26'd0;
div_clk <= 1'b0;
end
else
if(delay_count==26'd33554432)
begin
delay_count<=26'd0;
div_clk <= ~div_clk;   
end
else
begin
delay_count<=delay_count+1;
end
end
always @(posedge div_clk or posedge rst)
begin
if(rst)
begin
counter_out<=4'b0000;
end
else
begin
counter_out<= counter_out+1;
end
end
endmodule 
module top (clk,rst,counter_out_up,counter_out_down);
input clk,rst;
output [3:0] counter_out_up,counter_out_down;
  clock_div_count count_up (clk,rst,counter_out_up);
    clock_div_count count_down (clk,rst,counter_out_down);
endmodule
==> run.sh <==
#!/bin/bash
# OpenROAD 26Q1-2900-gdf79404cd8, Yosys 0.63+post, stock flow scripts
make -C /OpenROAD-flow-scripts/flow DESIGN_CONFIG=/design/flow/config.mk WORK_HOME=/design/flow/orfs finish
==> results.txt <==
run results: status=finished clean, antenna fix cells=0, Post-CTS Hold Buffers=0, Worst Hold Depth=1, CP cell instances=ha_1, nand3_1, nor4_1, nand4_1, xnor2_1, post-layout instance area=0.003027 mm², Final min period=1.930 ns, Antenna Violating Nets Remaining=0, Hold Slack=0.4954 ns, synth warn=1, width of the die=84.81 µm, vias in the first global route=1688, Tool Warnings=27, Latency at later pin=0.30 ns, Worst Hold Class=reg2reg, post-DP HPWL=3.096 mm, synth cell count leaders=dfrtp_1 (62), xnor2_1 (38), nand4_1 (19), nor2_1 (19), nand3_1 (18), setup slack after layout=1.570 ns, IO buf count=9, crit path DRT=3.69 ns, worst-margin pin slew=0.6995 ns, Synth Flop Type=dfrtp_1, drt drc=0, Critical Path Fanout Max=6, initial antenna violation count=0, Site Rows=29, Post-synth ARST share=100.0%, dpl ws=1.583 ns, filler cell count=586, critical path class=reg2reg, synthesized area=0.002743 mm², first-pass GRT wire length=8.086 mm, area reported by Yosys stat=0.002743 mm², final setup fails=0, Die Ht=84.81 µm, endpoints left unconstrained=16, CP max stage cell=nor4_1, Cell area leaders=dfrtp_1 (57%), xnor2_1 (12%), xor2_1 (4.5%), P_int=0.7786 mW, clock slew at reported path FFs=0.09 ns, PwrDens=321.8 mW/mm², Combinational Area=0.001154 mm², Max H-tree Level=2, Leakage=1.383 nW, drt pass-1 iters=15, final setup TNS=0 ns, total track usage=14.05%, count leader, synth=dfrtp_1, count of unclocked register or latch pins=8, Fin. Hold Viols=0, Post-Syn Area per Cell=11.38 µm², drt total wl=4.312 mm, Sequential Power Share=64.0%, CTS root buf=clkbuf_8, EDFF count, synth=0, Max VDD drop=162.4 µV, share of layout cells above drive strength 1=5.814%, # IOs=10, Crit. End Element=flop, Seq share, synth=56.57%, Resized cells post-CTS=0, max cap viols=0, Clock power frac=34.4%, critical path startpoint category=flop, Slew Viols, Final=0, largest net degree at the start of global routing=29, CTS tree=yes, Max Fclk=518.1 MHz, fin crit share=55.15%, Yosys cell types=26, dominant cell type by area after synthesis=dfrtp_1, yosys cell count=241, Core Box Area=0.006495 mm², Die ar.=0.007192 mm², RSZ-0062 raised after global routing=false, crit path DAT=2.12 ns, post-synthesis to final-layout area growth=10.36%, FF-to-FF path depth=5, Synth flops=62, Post-DP Area=0.002944 mm², vias per std cell=5.161, GP Congestion=0.7937, Comb pwr share=1.7%, Clock Skews=0.006375 ns, switching pwr=0.1953 mW, clk buf depth=2, Sw Ratio=20.05%, wire per inst=12.87 µm, max_slew headroom=52.94%, drt first-iter violations=51, Num CTS Buffers=5, total grt overflow=0, CP peak stage delay=0.63 ns, setup bufs post-CTS=0, register area=0.001551 mm², Starting Density=42.23%, Cells after Synth=241, via count=1729, overall power=0.9739 mW, Max-area cell share=56.57%
==> placed cells by master, fill, tap and decap left out, drive strengths merged <==
| cell type | n |
|---|---|
| a21oi | 2 |
| a31o | 1 |
| and2 | 1 |
| and3 | 5 |
| and4 | 5 |
| buf | 2 |
| clkbuf | 6 |
| clkdlybuf4s50 | 9 |
| dfrtp | 62 |
| ha | 6 |
| inv | 10 |
| nand2 | 15 |
| nand3 | 19 |
| nand4 | 20 |
| nor2 | 19 |
| nor2b | 2 |
| nor3 | 5 |
| nor4 | 11 |
| nor4b | 2 |
| nor4bb | 1 |
| o21ai | 1 |
| or3 | 1 |
| or4 | 1 |
| xnor2 | 38 |
| xor2 | 14 |
==> through the flow <==
step	utilization (%)	std cells
floorplan	-	241
global placement	45.33	329
detailed placement	45.33	329
CTS	46.60	335
global route	46.60	335
finish	46.60	335
==> flip-flops by register name (all words and copies together) (netlist names) <==
register / cells
count_up.counter_out: 4
count_up.div_clk: 1
count_down.counter_out: 4
count_down.div_clk: 1
count_down.delay_count: 26
count_up.delay_count: 26
==> worst max-delay path, delay by kind of cell (launching register included) <==
family / cells / cell delay (ns)
flip-flops: 1 / 0.42
AND/OR/NAND/NOR: 3 / 1.04
adder cells (fa/ha/maj): 1 / 0.20
XOR/XNOR: 1 / 0.16
==> power by group through the flow <==
| stage | Clock (mW) | Combinational (mW) | Sequential, mW |
|---|---|---|---|
| CTS | 0.353 | 0.0177 | 0.623 |
| global route | 0.377 | 0.0195 | 0.623 |
| finish | 0.335 | 0.0162 | 0.623 |
==> routing by layer <==
metal / track usage (%) / up-vias / wire, µm
li1: - / 873 / -
met1: 24.21 / 827 / 2431
met2: 19.73 / 22 / 1707
met3: 2.390 / 7 / 92
met4: 2.157 / 0 / 80
met5: 0 / - / 0
==> path summary, 6_finish.rpt <==
check                                                    from                            endpoint  slack, ns
min reg2reg                count_up.delay_count[24]$_DFF_PP0_  count_up.delay_count[24]$_DFF_PP0_       0.50
min in group asynchronous                                 rst   count_up.delay_count[5]$_DFF_PP0_       0.77
min                        count_up.delay_count[24]$_DFF_PP0_  count_up.delay_count[24]$_DFF_PP0_       0.50
max reg2reg                 count_up.delay_count[0]$_DFF_PP0_  count_up.delay_count[24]$_DFF_PP0_       1.57
max                         count_up.delay_count[0]$_DFF_PP0_  count_up.delay_count[24]$_DFF_PP0_       1.57
max in group asynchronous                                 rst  count_up.delay_count[25]$_DFF_PP0_       2.08
==> cell type report <==
class / count / area share, %
inverter: 10 / 1.240
timing repair buffer: 11 / 3.473
sequential: 62 / 51.26
multi-input combinational: 169 / 38.12
clock buffer: 6 / 2.728
tap: 77 / 3.183
==> logic make-up (layout without fill, tap and decap cells) <==
family / Yosys count / after routing / share of synthesized area [%]
XOR/XNOR: 52 / 52 / 16.61
AND/OR/NAND/NOR: 107 / 107 / 21.85
AND-OR/OR-AND: 4 / 4 / 0.8667
adder cells (fa/ha/maj): 6 / 6 / 2.737
buffers and inverters: 10 / 27 / 1.369
flip-flops: 62 / 62 / 56.57
No activity file was given, so power comes from the tool's default toggle rates.
